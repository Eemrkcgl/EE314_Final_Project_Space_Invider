**design.v**
```verilog
module score_to_bcd(
   input [9:0] bin,
   output reg [3:0] digit_3,
	output reg [3:0] digit_2,
	output reg [3:0] digit_1
   );
reg [11:0] bcd;
integer i;
always @(bin) begin
    bcd=0;		 	
    for (i=0;i<10;i=i+1) begin					 
        if (bcd[3:0] >= 5) bcd[3:0] = bcd[3:0] + 3;		 
	if (bcd[7:4] >= 5) bcd[7:4] = bcd[7:4] + 3;
	if (bcd[11:8] >= 5) bcd[11:8] = bcd[11:8] + 3;
	bcd = {bcd[10:0],bin[9-i]};				 
   end
	digit_3<=bcd[11:8];
	digit_2<=bcd[7:4];
	digit_1<=bcd[3:0];
end
endmodule
```
**run.sh**
```bash
#!/bin/bash
# OpenROAD 26Q1-2900-gdf79404cd8, Yosys 0.63+post, stock flow scripts
make -C /OpenROAD-flow-scripts/flow DESIGN_CONFIG=/design/flow/config.mk WORK_HOME=/design/flow/orfs finish
```
**config.mk**
```make
export PLATFORM = sky130hd
export DESIGN_NAME = score_to_bcd
export DESIGN_NICKNAME = score_to_bcd
export VERILOG_FILES = /design/flow/design.v
export SDC_FILE = /design/flow/constraint.sdc
export NUM_CORES = 4
export LEC_CHECK = 1
export CORE_AREA = 10 10 70 70
export DIE_AREA = 0 0 80 80
```
**constraint.sdc**
```tcl
current_design score_to_bcd

set clk_period 10.0
set clk_io_pct 0.2

create_clock -name clk0 -period $clk_period

set non_clock_inputs [all_inputs -no_clocks]
set_input_delay [expr $clk_period * $clk_io_pct] -clock clk0 $non_clock_inputs
set_output_delay [expr $clk_period * $clk_io_pct] -clock clk0 [all_outputs]
```
==> results.txt <==
Notes on the flow outputs.

- The y dimension of the die is 80 um.
- The instance count of the mapped netlist is 265.
- The number of top-level pins reads 22.
- The pin type at the end of the worst path reads a top-level output.
- The leading area contributor after synthesis is ha_1.
- The half-perimeter wire length after detailed placement reads 4394 um.
- The port buffer count is 20.
- For reference, the post-synthesis area per instance comes to 7.408 sq um.
- The synthesis area per yosys is 0.001963 sq mm.
- The number of distinct standard cells referenced by the synthesized netlist reads 83.
- The cell area that synthesis handed to floorplanning was 0.001963 sq mm.
- Entering global routing, the biggest net connects 15 pins.
- The setup slack at placement is -0.6377 ns.
- The flow did not finish.
- Before placement the cells fill 57.47% of the core.
- The routability congestion estimate reads 0.9341.
- The post-synthesis cell count from yosys is 265.
- The horizontal extent of the die is 80 um.
- The stage where the run came to a stop is global routing (5_1_grt).
- The number of standard-cell rows in the floorplan is 21.
- In the post-synthesis netlist, the biggest area contributors are ha_1, a21oi_1, nor2_1.
- Counting the warning lines in the Yosys log gives 1.
- After synthesis, flip-flops and latches occupy 0% of the total area.
- The first error in the log reads "[ERROR DPL-0036] Detailed placement failed".
- The endpoint with the least setup slack after the last global-route repair reads digit_2[2].
- The area share of the leading cell type in the synthesized netlist reads 8.923%.
synth_stat cells, drive strengths merged (3+ instances only):
cell type and number:
o211ai 7, o22ai 4, mux2i 8, buf 3, nand2 17, a211oi 7, nor3 11, or4 5
nor2b 3, o311ai 5, o2111ai 4, a221oi 3, o21ai 9, nor2 25, nand3 8, or2 4
ha 14, a2111oi 3, clkbuf 7, a31oi 11, o31ai 3, or3 3, a2bb2oi 4, inv 17
nor4 4, a21o 3, xnor2 7, a22oi 3, a21oi 25, a211o 4
timing repair:
action	in CTS
pin swaps	30
hold buffers	0
setup buffers	37
setup endpoints to repair	7
gates resized	40
logic make-up after synthesis:
family | count (synthesis) | synth area share (%)
AOI/OAI and AO/OA | 113 | 49.33
and+or+nand+nor | 91 | 25.24
buffers and inverters | 29 | 5.864
adders and majority gates | 15 | 9.433
muxes | 10 | 6.246
xor gates and xnor gates | 7 | 3.888
through the flow:
step,cells,area [sq um],hold slack (ns)
4_1_cts,436,3141,4.000
3_3_place_gp,399,2790,4.000
2_1_floorplan,265,1992,4.066
3_5_place_dp,399,2790,4.000
